**flow/config.mk**
```make
export PLATFORM = sky130hd
export DESIGN_NAME = output_unit
export DESIGN_NICKNAME = output_unit
export VERILOG_FILES = /design/flow/design.v
export SDC_FILE = /design/flow/constraint.sdc
export NUM_CORES = 4
export LEC_CHECK = 1
export CORE_AREA = 10 10 70 70
export DIE_AREA = 0 0 80 80
```
**flow/design.v**
```verilog
module output_unit(
    input [16:0] remainder,
    input [15:0] quotient,
    input dividend_sign, divisor_sign,   
    output reg [15:0] final_remainder,
    output reg [15:0] final_quotient
);
always @(*) begin
    case({dividend_sign, divisor_sign})
        2'b00: begin
            final_quotient = quotient;
            final_remainder = remainder[15:0];
        end
        2'b10: begin
            final_quotient = (~quotient) + 1;
            final_remainder = (~remainder[15:0]) + 1;
        end
        2'b01: begin
            final_quotient = (~quotient) + 1;
            final_remainder = remainder[15:0];
        end
        2'b11: begin
            final_quotient = quotient;
            final_remainder = (~remainder[15:0]) + 1; 
        end
    endcase
end
endmodule
```
**flow/run.sh**
```bash
#!/bin/bash
# OpenROAD 26Q1-2900-gdf79404cd8, Yosys 0.63+post, stock flow scripts
make -C /OpenROAD-flow-scripts/flow DESIGN_CONFIG=/design/flow/config.mk WORK_HOME=/design/flow/orfs finish
```
**flow/constraint.sdc**
```tcl
current_design output_unit

set clk_period 4.6
set clk_io_pct 0.2

create_clock -name clk0 -period $clk_period

set non_clock_inputs [all_inputs -no_clocks]
set_input_delay [expr $clk_period * $clk_io_pct] -clock clk0 $non_clock_inputs
set_output_delay [expr $clk_period * $clk_io_pct] -clock clk0 [all_outputs]
```
==> results.py <==
# Generated from Yosys and OpenROAD reports
metrics = {
    "placed_design": {
        "place_inst": 211,
        "place.gp.congestion": 0.7251,
        "port_buffers": 66,
        "dp_hpwl_mm": 2.294,
        "pre_cts_slack_ns": 0.4066,
        "place_area_um2": 1415,
    },
    "power": {
        "power_mw": 0.1690,
        "ir_worst_vdd_mv": 0.04939,
        "p_comb_share_pct": 100.0,
        "p_per_area_nw_per_um2": 119.4,
        "p_leak_nw": 0.5307,
        "p_seq_share_pct": 0,
        "pwr-share-clk_pct": 0,
        "p_sw_mw": 0.05241,
        "p_int_mw": 0.1166,
        "p_sw_share_pct": 31.01,
    },
    "routing": {
        "wl_per_cell_um": 12.32,
        "vias": 908,
        "drc": 0,
        "drt_iter0_drc": 22,
        "ant_nets": 0,
        "first_pass_iters": 4,
        "routed_via_density": 4.303,
        "wl_mm": 2.600,
        "diodes": 0,
    },
    "worst_setup_path": {
        "critPathLaunchType": "input pin",
        "cpPeakStageDelay_ns": 0.63,
        "setup.worst_path.end_class": "primary output",
        "cpMaxStageDelayCell": "or4_1",
        "cp.required_ns": 3.68,
        "path_cells": "clkdlybuf4s50_1 -> or4_1 -> or4_1 -> o21ai_1 -> xnor2_1 -> clkdlybuf4s50_1",
        "critPathArrivalTime_ns": 3.25,
        "critPathBufInv": 2,
        "crit_family": "simple AND/OR/NAND/NOR gates",
        "path_class": "in2out",
        "cp_max_fo": 4,
    },
    "floorplanning": {
        "io-pin-count": 67,
        "chipWidth_um": 80,
        "die_h_um": 80,
        "core_um2": 3416,
        "fp_util_pct": 20.84,
        "die_area_um2": 6400,
        "rows": 21,
    },
    "final_layout": {
        "flops": 0,
        "nClkBuffers": 0,
        "drive_gt1_share_pct": 4.848,
        "syn2layout_area_growth_pct": 98.77,
        "design_area_um2": 1415,
        "regArea_um2": 0,
        "finalNonFillerCells": 211,
    },
    "timing": {
        "min_period_over_period_pct": 90.68,
        "fin_setup_tns_ns": 0,
        "fmax_mhz": 239.7,
        "tightest_slew_ns": 0.6390,
        "slew_viol_final": 0,
        "maxSlewHeadroom_pct": 57.29,
        "hold_viol": 0,
        "final.setup.worst_slack_ns": 0.4286,
        "setup_viol": 0,
        "rsz0062_at_grt": "no",
        "fin_crit_ns": 4.171,
    },
    "yosys": {
        "ys_warn_count": 1,
        "yosys-stat-area_um2": 711.9,
        "netlist_logic_family_top": "XOR/XNOR gates",
        "avgSynthCellArea_um2": 6.980,
        "synth_top_area_share_pct": 18.45,
        "ys_top_cells_by_area": "xor2_1, xnor2_1, ha_1",
        "synth_cell_types": 25,
        "ys_cells": 102,
        "ys_sh_adder_pct": 7.030,
        "synth_top_cell_by_count": "xor2_1",
        "xor_share_pct": 34.45,
        "ys_seq_share_pct": 0,
        "synthCells": 102,
        "common_cells": "xor2_1, xnor2_1, nor2_1",
        "synthesis.area_um2": 711.9,
        "ys_sh_aoi_pct": 20.74,
        "yosys.area_share.simple_pct": 28.30,
        "ys_sh_mux_pct": 1.582,
        "largest_area_cell": "xor2_1",
    },
    "run": {
        "cap_violations": 0,
        "warnings": 34,
    },
    "run_status": {
        "outcome": "finished, final reports clean",
    },
    "grt": {
        "overflow": 0,
        "grt_max_degree": 16,
        "antenna_found_initial": 0,
        "grt_use_total_pct": 7.227,
        "first_global_vias": 875,
        "grt_first_pass_wirelength_mm": 4.002,
    },
    "clock_network": {
        "postCtsSetupRepairBufs": 0,
        "ctsHoldBuffers": 0,
        "cts_resized": 0,
    },
    "worst_hold_path": {
        "holdCritPathClass": "in2out",
    },
}
==> power groups by stage <==
stage     registers [mW]  logic [mW]  clock network [mW]
6_report               0       0.169                   0
4_1_cts                0       0.174                   0
5_1_grt                0       0.186                   0
==> layout make-up <==
cell class	count	area, µm²
fill	358	2001
tap	46	57.56
timing repair buffer	67	668.1
multi-input combinational	89	655.6
inverter	9	33.78
==> metrics by stage <==
step	util, %	hold slack (ns)
5_1_grt	41.43	2.740
4_1_cts	41.43	2.706
3_5_place_dp	41.43	2.707
3_3_place_gp	41.43	2.706
6_report	41.43	2.696
2_1_floorplan	-	1.869
==> cells in the final DEF (no fill, tap or decap), types with 2 or more instances in the layout <==
master	netlist	final
xor2_1	15	15
or4_1	4	4
nor2_1	12	12
o21ai_1	6	6
a31oi_1	4	4
inv_1	9	9
nor4_1	2	2
xnor2_1	13	13
clkdlybuf4s50_1	0	66
nor3_1	6	6
nand2_1	2	2
or3_4	2	2
a21oi_1	9	9
ha_1	4	4
==> final timing paths <==
kind          start                   to  slack, ns  depth (start not counted)
max   remainder[10]  final_remainder[15]       0.43                          6
min    remainder[0]   final_remainder[0]       2.70                          2
==> per-layer routing <==
layer	up-vias	part of all wire [%]	track usage (%)	routed length [µm]
li1	483	-	-	-
met1	380	41	8.899	1073
met2	45	43	11.56	1119
met3	0	16	3.864	407
met4	0	0	0	0
met5	-	0	0	0
==> cells by family after synthesis <==
kind of cell,count (synthesis)
multiplexers,1
buffers and inverters,13
adder cells (fa/ha/maj),4
AND-OR/OR-AND,22
AND/OR/NAND/NOR,34
XOR/XNOR,28
Power and IR drop assume default switching activity.
