**run.sh**
```bash
#!/bin/bash
# OpenROAD 26Q1-2900-gdf79404cd8, Yosys 0.63+post, stock flow scripts
make -C /OpenROAD-flow-scripts/flow DESIGN_CONFIG=/design/flow/config.mk WORK_HOME=/design/flow/orfs finish
```
**config.mk**
```make
export PLATFORM = sky130hd
export DESIGN_NAME = system_with_FIFO
export DESIGN_NICKNAME = system_with_FIFO
export VERILOG_FILES = /design/flow/design.v
export SDC_FILE = /design/flow/constraint.sdc
export NUM_CORES = 4
export LEC_CHECK = 1
export CORE_AREA = 10 10 70 70
export DIE_AREA = 0 0 80 80
```
**constraint.sdc**
```tcl
current_design system_with_FIFO

set clk_period 2.5
set clk_io_pct 0.2

create_clock -name clk0 -period $clk_period [get_ports {read_clk}]
create_clock -name clk1 -period $clk_period [get_ports {write_clk}]

set non_clock_inputs [all_inputs -no_clocks]
set_input_delay [expr $clk_period * $clk_io_pct] -clock clk0 $non_clock_inputs
set_output_delay [expr $clk_period * $clk_io_pct] -clock clk0 [all_outputs]
```
**design.v**
```verilog
module system_with_FIFO
#(  parameter K = 4,     
    parameter N = 4,     
    parameter M = 6     
)
(
    input write_clk, read_clk,
    input rst,
    output [$clog2(N):0] dataNum_in_FIFO
);
wire write, read;                    
wire [K-1:0] data_in, data_out;      
wire full, empty; 
producer #(.M(M), .K(K)) PRODUCER (
    .write_clk(write_clk), 
    .full(full),
    .rst(rst),
    .data_out(data_in), .write(write)
);
fifo_async_clk #(.K(K), .N(N)) FIFO (
    .write_clk(write_clk), .read_clk(read_clk), .rst(rst),
    .write(write), .read(read),
    .din(data_in), .dout(data_out),
    .full(full), .empty(empty),
    .D(dataNum_in_FIFO)
);
consumer #(.M(M), .K(K)) CONSUMER (
    .data(data_out),
    .empty(empty),
    .read_clk(read_clk), .rst(rst),
    .read(read)
);
endmodule
module consumer #(
    parameter M = 6,
    parameter K = 4
)(
    input [K-1:0] data,
    input empty,
    input read_clk,
    input rst, 
    output reg read,
    output reg [K-1:0] siu
);
reg wait_data, data_ready;
reg [$clog2(M)-1:0] curr_B, curr_B_reg;
reg mwr;
wire [K-1:0] mdo;
ram_m9k #(.M(M), .K(K)) my_ram (
    .clk(read_clk),
    .addr(curr_B_reg),
    .mwr(mwr),
    .mdi(data - 1),
    .mdo(mdo)
);
always @(posedge read_clk or posedge rst) begin
    if (rst) begin
        wait_data <= 0;
        data_ready <= 0;
        curr_B <= 0;
        curr_B_reg <= 0;
        read <= 0;
        mwr <= 0;
        siu <= 0;
    end else begin
        wait_data <= ~empty;
        data_ready <= wait_data;
        curr_B_reg <= curr_B;
        siu <= mdo;
        read <= ~empty;
        mwr <= 0;
        if (data_ready) begin
            mwr <= 1;
            if (curr_B == M - 1)
                curr_B <= 0;
            else
                curr_B <= curr_B + 1;
        end
    end
end
endmodule
module fifo_async_clk
#(parameter K = 8, parameter N = 4)
(
    input rst, read, write, 
    input write_clk, read_clk, 
    input [K-1:0] din, 
    output reg [K-1:0] dout, 
    output reg full, empty, 
    output [$clog2(N):0] D       
);
	reg [K-1:0] ram[N-1:0]  ;
    reg [$clog2(N):0] write_addr;
    reg [$clog2(N):0] read_addr;
    reg [7:0] write_count; 
    reg [7:0] read_count;
    always @ (posedge write_clk or posedge rst) begin
        if (rst) begin
            write_addr <= 0; 
            write_count <= 0; 
        end
		else if (write && (!full)) begin
			ram[write_addr] <= din;
            write_count <= write_count + 1;
            if (write_addr == (N-1)) begin
                write_addr <= 0;
            end else begin
                write_addr <= write_addr + 1;
            end
        end
	end
	always @ (posedge read_clk or posedge rst) begin
        if (rst) begin
            read_addr <= 0; 
            read_count <= 0; 
        end
        else if (read && (!empty)) begin
            dout <= ram[read_addr];
            read_count <= read_count + 1;
            if (read_addr == (N-1)) begin
                read_addr <= 0;
            end else begin
                read_addr <= read_addr + 1;
            end
        end
	end
    assign D = write_count - read_count;
    always @ (*) begin
        if (D == 0) begin
            empty = 1;
        end else begin
            empty = 0;
        end 
        if (D == N) begin
            full = 1;
        end else begin
            full = 0;
        end
    end
endmodule
module producer
#(parameter M=6, parameter K=4)
(
    input write_clk,
    input full, 
    input rst,
    output reg [K-1:0] data_out,
    output reg write
);
reg [K-1:0] ram [M-1:0]  ;
reg [M-1:0] curr_A;      
reg [M-1:0] next_A;
integer i;
initial begin
    for (i = 0; i < M; i = i+1) begin
        ram[i] = i;
    end
end
always @(posedge write_clk or posedge rst) begin
    if (rst) begin
        curr_A <= 0;
        data_out <= ram[curr_A];
    end 
    else begin
        if (!full) begin
            data_out <= ram[curr_A];
            write <= 1;  
            if (curr_A == (M-1)) begin
                curr_A <= 0;
            end else begin
                curr_A <= curr_A + 1;
            end
        end 
        else begin
            write <= 0; 
            data_out <= ram[curr_A];     
        end
    end
end
endmodule
module ram_m9k #(
    parameter M = 6,   
    parameter K = 4    
)(
    input clk,
    input [$clog2(M)-1:0] addr,
    input mwr,
    input [K-1:0] mdi,
    output reg [K-1:0] mdo
);
reg [K-1:0] memory [0:M-1]  ;
integer i;
initial begin
    for (i = 0; i < M; i = i + 1) begin
        memory[i] = {K{1'b1}};   
    end
end
always @(posedge clk) begin
    if (mwr)
        memory[addr] <= mdi;
    mdo <= memory[addr];
end
endmodule
```
==> results.json <==
{
  "dp_hpwl_um": 650,
  "ys_types": 17,
  "via_count": 346,
  "yosysWarnings": 7,
  "status": "finished clean",
  "critPathLaunchType": "flip-flop",
  "cp_slowest_stage_delay_ns": 0.52,
  "ys_cells": 41,
  "max_cap_viol_count": 0,
  "drcViolationCount": 0,
  "track_usage_pct": 3.01,
  "end_kind": "primary output",
  "row_count": 21,
  "postCtsHoldBufs": 0,
  "insertedDiodeCount": 0,
  "antenna_found_initial": 0,
  "setup_tns_ns": 0,
  "path_clk_slew_ns": 0.04,
  "tightest_slew_ns": 0.316,
  "port_buffers": 4,
  "regToRegSetupSlack_ns": 0.43,
  "cpMaxStageDelayCell": "fa_2",
  "drt_wl_total_um": 911,
  "instances_no_fill": 106,
  "critPathMaxFanout": 2,
  "warnings": 27,
  "initCoreUtil_pct": 13.7,
  "skew_ns": 0.00537,
  "ys_seq_share_pct": 43.9,
  "crit_type": "flip-flop to primary output",
  "worst_path_dominant_cell_family": "adder cells",
  "wl_per_cell_um": 8.59,
  "coreArea_mm2": 0.00342,
  "die_h_um": 80,
  "design.die.area_mm2": 0.00640,
  "cts_tree": "yes",
  "die_x_um": 80,
  "syn_area_per_cell_um2": 11.4,
  "cts_sinks": 8,
  "worstPathRequired_ns": 2.00,
  "synth_cells": 41,
  "critPathArrivalTime_ns": 1.77,
  "via_per_inst": 3.26,
  "finalHoldViolCount": 0,
  "pin_count": 6,
  "synth_area_um2": 468,
  "fillers": 385,
  "grt_pass1_wl_mm": 1.54,
  "hold_path.class": "input pin to async pin",
  "worst-path-buf-inv": 2,
  "gp_congestion": 0.754,
  "cp_cell_sequence": "ha_2 > fa_2 > inv_1 > clkdlybuf4s50_1",
  "grt-ovfl-total": 0,
  "numPlacedInstances": 93,
  "relSlewSlack_pct": 78.9,
  "synth_flops": 8,
  "utilization_pct": 20.0,
  "rsz0062_at_grt": "false",
  "area_delta_synth_final_pct": 45.7,
  "ys_chip_area_um2": 468,
  "grt_pass1_vias": 352,
  "grt_max_degree": 9,
  "ant_nets": 0,
  "layout-drive-gt1-share_pct": 38.3,
  "slew_viol_final": 0,
  "dr.pass1.iters": 2,
  "drt_iter0_markers": 14,
  "setup_viol": 0
}
placed cells by master, fill, tap and decap left out, types with 2 or more instances in the layout:
cell / n
dfrtp_1: 7
xnor2_1: 3
ha_1: 3
nor3_1: 4
clkbuf_4: 6
nand2_1: 5
buf_4: 8
clkdlybuf4s50_1: 3
o21ai_2: 2
inv_1: 6
synth_stat cells:
| cell | n | area, um^2 |
|---|---|---|
| fa_1 | 1 | 20.0 |
| dfrtp_1 | 7 | 175 |
| xor2_1 | 1 | 8.76 |
| xnor3_2 | 1 | 23.8 |
| inv_1 | 6 | 22.5 |
| a211o_2 | 1 | 10.0 |
| edfxtp_1 | 1 | 30.0 |
| nand2_1 | 5 | 18.8 |
| a211o_1 | 1 | 8.76 |
| inv_2 | 1 | 3.75 |
| xnor2_1 | 3 | 26.3 |
| o21ai_2 | 2 | 17.5 |
| ha_1 | 4 | 50.1 |
| mux2_4 | 1 | 15.0 |
| and2_1 | 1 | 6.26 |
| mux2_2 | 1 | 11.3 |
| nor3_1 | 4 | 20.0 |
metal layers:
metal  vias up  GRT usage (%)  routed length [um]  part of all wire [%]
met3         4           2.05                  77                   8.5
li1        172              -                   -                     -
met5         -              0                   0                     0
met2        11           4.09                 386                    42
met4         0           1.76                  51                   5.6
met1       159           3.41                 395                    43
metrics by stage:
step	hold WS [ns]	setup WS, ns	instance area (um^2)
5_1_grt	0.541	0.108	682
4_1_cts	0.528	0.0243	657
3_5_place_dp	0.514	0.137	581
3_3_place_gp	0.492	0.163	581
6_report	0.520	0.234	682
2_1_floorplan	0.315	0.585	468
sequential cells by signal, indices dropped and copies added, names as in the netlist:
signal            count
FIFO.read_count       3
FIFO.write_count      3
CONSUMER.read         1
PRODUCER.write        1
cell families after synthesis:
group	share of synthesized area (%)
buf+inv	5.61
xor+xnor	12.6
flops	43.9
mux	5.61
compound gates	7.76
fa+ha+maj	15.0
simple gates	9.63
timing repair:
action / 4_1_cts / 5_1_grt
setup endpoints to repair: 1 / 1
setup buffers: 3 / 3
pin swaps: 0 / 1
hold endpoints to repair: 0 / 0
resized: 2 / 1
area by class of cell:
type / instances / area (um^2) / share of cell area (%)
multi-input cells: 26 / 241 / 35.4
flip-flops and latches: 8 / 205 / 30.1
repair buffers: 12 / 103 / 15.0
well taps: 46 / 57.6 / 8.44
clock buffers: 7 / 48.8 / 7.16
inverters: 7 / 26.3 / 3.85
worst paths after layout:
kind                                  endpoint                start  cells past startpoint
max in group clk1          FIFO.write_count[1]   FIFO.read_count[0]                      6
min                         FIFO.read_count[1]                  rst                      2
min in group clk0           FIFO.read_count[0]        CONSUMER.read                      2
max                         dataNum_in_FIFO[1]   FIFO.read_count[0]                      4
min reg2reg                 FIFO.read_count[0]        CONSUMER.read                      2
max reg2reg                 FIFO.read_count[1]   FIFO.read_count[0]                      8
min in group clk1          FIFO.write_count[1]  FIFO.write_count[1]                      1
max in group asynchronous  FIFO.write_count[0]                  rst                      2
