===== flow/run.sh =====
#!/bin/bash
# OpenROAD 26Q1-2900-gdf79404cd8, Yosys 0.63+post, stock flow scripts
make -C /OpenROAD-flow-scripts/flow DESIGN_CONFIG=/design/flow/config.mk WORK_HOME=/design/flow/orfs finish

===== flow/config.mk =====
export PLATFORM = sky130hd
export DESIGN_NAME = dividend
export DESIGN_NICKNAME = dividend
export VERILOG_FILES = /design/flow/design.v
export SDC_FILE = /design/flow/constraint.sdc
export NUM_CORES = 4
export LEC_CHECK = 1
export CORE_UTILIZATION = 50

===== flow/constraint.sdc =====
current_design dividend

set clk_period 5.4
set clk_io_pct 0.2

create_clock -name clk0 -period $clk_period [get_ports {clk}]

set non_clock_inputs [all_inputs -no_clocks]
set_input_delay [expr $clk_period * $clk_io_pct] -clock clk0 $non_clock_inputs
set_output_delay [expr $clk_period * $clk_io_pct] -clock clk0 [all_outputs]

===== flow/design.v =====
module dividend(
    input Su, Sh, Ld, clk, rst,
    input [1:0] Lc,
    input [15:0] Dbus,
    input [16:0] curr_remainder,
    output [16:0] Remainder,
    output [15:0] Quotient,
    output reg dividend_sign
);
reg [32:0] D;
always @(posedge clk or posedge rst) begin
    if (rst) begin
        D <= 33'h000000000;      
    end
    else if ((Ld == 1) && (Lc == 1)) begin
        if (Dbus[15] == 1) begin
            dividend_sign <= 1;
            D[31:16] <= ~Dbus;
        end else begin
            D[31:16] <= Dbus;
            dividend_sign <= 0; 
        end
    end 
    else if ((Ld == 1) && (Lc == 2)) begin
        if (dividend_sign == 1) begin
            D[15:0] <= (~Dbus) + 1; 
            if (((~Dbus) + 1) == 0) begin
                D[31:16] <= D[31:16] + 1;
            end
        end else begin
            D[15:0] <= Dbus;
        end
    end 
    else if (Sh == 1) begin
        D[32:1] <= D[31:0];
        D[0] <= 0;
    end
    else if (Su == 1) begin
        D[32:16] <= curr_remainder; 
        D[0] <= 1; 
    end
end
assign Remainder = D[32:16];
assign Quotient = D[15:0];
endmodule

==> Changelog: implementation <==
### Physical design

* Worst hold path type: reg -> reg
* Placeable Area at 5540 um^2
* Rel. slew slack at between 40% and 50%
* RSZ-0062 raised after global routing: no
* CTS Root Cell: clkbuf_8
* Initial antenna violation count at 0
* Number of enable flip-flop cells at 1
* Share of cells above drive strength 1 at under 10%
* Async S/R FF share, synth at a little over nine tenths
* Reg2Reg Depth at 5
* IO Port Bufs at 73
* Static leakage at 1.50 nW
* Largest net degree at the start of global routing at about 43
* Synth flops at 34
* Post-Layout Inst Area at 3700 um^2
* Placed cell areas at 3620 um^2
* Psw at 307 uW
* First-pass GRT wire length at ~13000 um
* Final setup fails at 0
* Clk slew on worst S/H paths at approximately 0.060 ns
* # clock sinks at 34
* Sequential Power Share at 41.8%
* Clk ins delay skew pair at 0.28 ns
* Cell Rows at 27
* Number of global-route vias before repair at 2650
* Top Family by Delay on Critical Path: simple AND/OR/NAND/NOR gates
* HPWL after DPL at 5710 um
* Pre-Place Util at a little over half
* Clock Power Share at 20.0%
* Chip Area, Yosys at 2900 um^2
* YS warnings at 1
* Gr usage total at 28.4%
* Max cap viols at 0
* Final Slew Violations at 0
* Die x size at a little under 80 um
* CP Capture Type: register
* Log Warnings at 27
* # IOs at 74
* Final hold violation count at 0
* Synth-to-layout area growth at 27.8%
* Post-CTS setup buffer count at 0
* Period minus WS final at roughly 4.1 ns
* Critical path depth in cells at 10
* Fin Setup TNS at 0 ns
* Via density at 6.05
* Number of cells upsized or downsized after cts at 0
* Prevailing post-synth register cell: dfrtp_1
* WP data required at ~5.6 ns
* Origin of the critical flop-to-flop path: dividend_sign
* Comb power frac at between 30% and 40%
* PwrDens at ~260 nW/um^2
* Worst-path cell chain: clkdlybuf4s50_1 > nor3_2 > nand4_1 > nor2_1 > ha_1 > and4b_2 > nand2_1 > nor4_4 > o21a_4 > mux2_2
* Worst hold start: D[31]
* Int Pwr at 639 uW
* Worst Setup SP: Dbus[2]
* Synth Cell Area at 2900 um^2
* DRC viols at 0
* Net Sw Frac at 32.4%
* CTS H-tree lvls at 2
* Clock Skews at 0.00718 ns
* Setup crit start kind: input pin
* WP buf/inv at 1
* Hold_buf cts at 0
* DR vias at 2819
* Worst-Margin Slew at 0.842 ns
* Slowest stage delay, CP at 0.55 ns
* CTS tree: yes
* Cells in synth_stat.txt at 334
* Min Hold Slack at 0.519 ns
* Routed WL at 8040 um
* WL/cell at 17.3 um
* Post-layout period usage at 75.2%
* Setup slack, reg-to-reg at 3.06 ns
* First-pass DRT Iterations at 5
* Max IR drop VDD at around 150 uV
* TritonCTS buffer count at 5
* Fmax at 0.246 GHz
* Grt total ovfl at 0
* Hold depth at 1
* CP arrival at 4.23 ns
* Syn_area_per_cell at 8.68 um^2
* Clock Path Buffers at 2
* DRT antenna net count at 0
* Area of the die at ~6100 um^2
* Count of cell types in the netlist at 58
* RD Place Congestion at 0.914
* Slowest CP cell: clkdlybuf4s50_1
* DRT iter0 DRCs at 210
* Ant. Diodes at 0
* Seq/Total Area, Yosys at 29.5%
* Crit Path Max Fanout at 14
* Cell count after synthesis at 334
* Crit Path Class: in -> reg
* Status: completed
* Die Y at 78.1 um
==> area by class of cell <==
| class | count | area (um^2) |
|---|---|---|
| Fill cell | 497 | 1840 |
| Inverter | 9 | 33.8 |
| Tap cell | 72 | 90.1 |
| Sequential cell | 34 | 856 |
| Clock buffer | 7 | 86.3 |
| Timing Repair Buffer | 79 | 776 |
| Multi-Input combinational cell | 265 | 1860 |
==> final timing paths <==
path | to
setup / recovery | D[23]
hold / removal | D[31]
setup reg to reg | D[23]
hold reg to reg | D[31]
max in group asynchronous | D[31]
min in group asynchronous | D[2]
==> logic make-up after synthesis <==
family | after synthesis | synth area share (%)
mux | 25 | 9.02
buf+inv | 35 | 6.22
simple gates | 118 | 24.0
flops | 34 | 29.5
fa+ha+maj | 5 | 2.16
compound gates | 88 | 20.3
xor+xnor | 29 | 8.77
==> worst reg2reg max path, delay by kind of cell, from the launching register on <==
kind             cells  cell delay (ns)
AND-OR/OR-AND        1             0.31
AND/OR/NAND/NOR      3             0.85
flip-flops           1             0.70
multiplexers         1             0.36
==> placed cells by master, fill, tap and decap left out, types with 10 or more instances in the layout <==
cell type,n
xor2_1,14
nand2_1,25
xnor2_1,15
a21oi_1,17
a22oi_1,10
nand3_1,15
and3_1,12
nor2_1,25
mux2i_1,19
dfrtp_1,33
clkdlybuf4s50_1,73
o21ai_0,21
==> cells in the mapped netlist, types with 9 or more instances <==
cell       n  area (um^2)
a21oi_1   17         85.1
a22oi_1   10         75.1
and3_1    12         75.1
clkbuf_1  17         63.8
dfrtp_1   33          826
inv_1      9         33.8
mux2i_1   19          190
nand2_1   25         93.8
nand3_1   15         75.1
nor2_1    25         93.8
o21ai_0   21          105
xnor2_1   15          131
xor2_1    14          123
==> flip-flops by register name (all words and copies together) (netlist names) <==
register / cells
dividend_sign: 1
D: 33
==> routing by layer <==
metal | vias to the layer above | track usage, % | wire length, um
met3 | 6 | 4.13 | 456
met4 | 0 | 4.63 | 85
met5 | - | 0 | 0
met1 | 1364 | 45.1 | 3830
met2 | 97 | 42.8 | 3670
li1 | 1352 | - | -
==> power groups by stage <==
stage / combinational, mW / clock (mW) / sequential, mW
6_report: 0.361 / 0.189 / 0.395
5_1_grt: 0.399 / 0.205 / 0.408
4_1_cts: 0.363 / 0.196 / 0.395
==> through the flow <==
stage | util, % | std cells | total power [mW] | worst slack, ns
floorplan | - | 334 | 0.564 | 1.83
global placement | 65.3 | 459 | 0.756 | 1.21
detailed placement | 65.3 | 459 | 0.759 | 1.10
CTS | 66.8 | 466 | 0.953 | 1.40
global route | 66.8 | 466 | 1.01 | 1.23
finish | 66.8 | 466 | 0.945 | 1.34
Power and IR drop assume default switching activity.
